[/design/flow/run.sh]
#!/bin/bash
# OpenROAD 26Q1-2900-gdf79404cd8, Yosys 0.63+post, stock flow scripts
make -C /OpenROAD-flow-scripts/flow DESIGN_CONFIG=/design/flow/config.mk WORK_HOME=/design/flow/orfs finish
[/design/flow/config.mk]
export PLATFORM = sky130hd
export DESIGN_NAME = cpu
export DESIGN_NICKNAME = cpu
export VERILOG_FILES = /design/flow/design.v
export SDC_FILE = /design/flow/constraint.sdc
export NUM_CORES = 4
export LEC_CHECK = 1
export CORE_UTILIZATION = 30
[/design/flow/constraint.sdc]
current_design cpu

set clk_period 3.4
set clk_io_pct 0.2

create_clock -name clk0 -period $clk_period [get_ports {clk}]

set non_clock_inputs [all_inputs -no_clocks]
set_input_delay [expr $clk_period * $clk_io_pct] -clock clk0 $non_clock_inputs
set_output_delay [expr $clk_period * $clk_io_pct] -clock clk0 [all_outputs]
[/design/flow/design.v]
module cpu (
  input  logic     rst_n,
  input  logic     boot_mode,
  input  logic     clk,
  input  logic [23:0]  counter,
  output logic [3:0]   led,
  output logic [7:0]   col,
  output logic [7:0]   row,
  input  logic [15:0]  dout,
  output logic [10:0]  pc_out
);
  logic [4:0] op;
  logic [2:0] sss;
  assign op  = dout[7:3];
  assign sss = dout[2:0];
  wire  [ 2:0] i = counter[15:13];
  logic        c_flag;
  logic [ 7:0] regs               [8];
  logic [11:0] pc;
  assign row = { regs[i][0], regs[i][1], regs[i][2], regs[i][3], regs[i][4],
                    regs[i][5], regs[i][6], regs[i][7] };
  assign col ={i!=0,i!=1,i!=2,i!=3,i!=4,i!=5,i!=6,i!=7};
  always_ff @(posedge clk or negedge rst_n) begin
    if (!rst_n) begin
      {regs[0], regs[1], regs[2], regs[3], regs[4], regs[5], regs[6], regs[7]} <= 8'd0;
      pc    <= 11'd0;
      c_flag  <= 1'b0;
    end else begin
      casez (op)
        5'b00zzz: regs[op[2:0]] <= regs[sss];
        5'b01000: begin
          regs[0] <= regs[0] + regs[sss];
          c_flag  <= ((regs[0] + regs[sss]) > 8'hFF) ? 1'b1 : 1'b0;
        end
        5'b01001: regs[0] <= regs[0] | regs[sss];
        5'b01010: regs[0] <= regs[0] & regs[sss];
        5'b01011: regs[0] <= regs[0] ^ regs[sss];
        5'b01100: begin
          regs[sss] <= (regs[sss] + 1) & 8'hFF;
          c_flag  <= ((regs[sss] + 1) > 8'hFF) ? 1'b1 : 1'b0;
        end
        5'b01101: regs[sss] <= ~regs[sss];
        5'b01110: regs[sss] <= (regs[sss] >> 1) | ((regs[sss] << 7) & 8'b10000000);
        5'b01111: regs[sss] <= (regs[sss] << 1) | ((regs[sss] >> 7) & 8'b00000001);
        5'b1000z: begin
          pc <= (c_flag) ? (pc + 2) & 11'b111_1111_1111 : {op[0], sss};
          c_flag  <= 1'b0;
        end
        5'b1001z:
        pc <= {
          7'b0000000, op[0], sss
        };
        5'b1010z: regs[0] <= {4'b0000, op[0], sss};
        default: ;   
      endcase
      if (op[4:1] != 4'b1000 && op[4:1] != 4'b1001) begin
        pc <= (pc + 2) & 11'b111_1111_1111;
      end
      pc_out <= pc;
    end
  end
endmodule
==> impl_metrics.csv <==
group,metric,value,unit
timing,max_freq,301,MHz
clock_network,clock_sinks,87,
detailed_routing,antenna_cells,0,
timing,period_used_share,0.976,
layout,syn_to_final_growth,30.0,%
power_and_ir_drop,static-leakage-power,3.34,nW
detailed_routing,initialDrtViolationCount,371,
placed_design,globalplace.congestion,0.925,
die,die_x_size,143,um
grt,grt_pass1_vias,5312,
grt,grt_pass1_wl,29.9,mm
synth,synth.yosys.warnings,6,
die,fp-row-count,51,
setup_path,crit_path_max_fanout,14,
synth,synth_top_cell_by_area,"sky130_fd_sc_hd__dfrtp_1",
synth,syn-mean-instance-area,8.83,sq um
clock_network,clkLatencyLatePin,0.35,ns
detailed_routing,drt-total-wl,18.5,mm
timing,finalCriticalPeriod,3.32,ns
outcome,outcome,"complete, no violations",
power_and_ir_drop,peakVddDrop,0.308,mV
timing,totalNegativeSetupSlack,0,ns
synth,post_synth_tally_of_flip_flops_with_integrated_enable,11,
clock_network,cts_buffers,9,
job,max_cap_violations,0,
synth,top_cells_by_area,"sky130_fd_sc_hd__dfrtp_1 32%, sky130_fd_sc_hd__edfxtp_1 5.6%, sky130_fd_sc_hd__nor2_1 4.8%",
synth,syn_inst,673,
synth,ys_async_sr_fraction,0.874,
timing,fin_ws,0.0802,ns
grt,gr-total-overflow,0,
synth,mappedNetlistArea,0.00594,sq mm
setup_path,critical_path_arrival,2.64,ns
synth,common_cells,"76 x sky130_fd_sc_hd__dfrtp_1, 76 x sky130_fd_sc_hd__nor2_1, 63 x sky130_fd_sc_hd__nand2_1",
detailed_routing,ant_nets,0,
timing,grt_setup_unrepaired,"no",
detailed_routing,post-route-drc-count,0,
detailed_routing,drt-pass1-iter-count,5,
hold_path,hold_path.class,"primary input to async pin",
timing,clock-skew-final,0.00781,ns
setup_path,kind_of_end_point_of_the_critical_path,"primary output",
detailed_routing,drt-vias-per-instance,5.23,
job,warning_count,63,
detailed_routing,met3RoutedLength,995,um
timing,timing.final.max_slew_violations,0,
detailed_routing,route.vias.total,5554,
setup_path,cp-start-kind,"primary input",
timing,timing.slew.headroom,0.423,
timing,max_slew.worst_pin.slew,0.854,ns
clock_network,count_of_h_tree_levels_built_during_cts,3,
die,die_height,143,um
synth,flops_after_synth,87,
placed_design,port-buffer-count,39,
grt,number_of_antenna_violations_at_the_first_check_in_global_routing,0,
die,die_area,0.0204,sq mm
timing,finalSetupViolCount,0,
clock_network,clkTransAtPathRegs,0.07,ns
die,fp_util,0.305,
setup_path,crit_required,2.72,ns
synth,synth-main-ff-cell,"sky130_fd_sc_hd__dfrtp_1",
clock_network,clock_tree.root_cell,"sky130_fd_sc_hd__clkbuf_16",
detailed_routing,wl_met1,8.57,mm
detailed_routing,detail_route.wl_per_cell,17.4,um
synth,synth.yosys.chip_area,0.00594,sq mm
detailed_routing,met2WireLength,8.45,mm
layout,drive_above_1_share,0.231,
setup_path,critical_path_class,"primary input to primary output",
grt,grt.total_usage,0.195,
setup_path,setup.reg_to_reg.worst_slack,0.47,ns
synth,top_cell_area_share,0.320,
clock_network,tritoncts,"yes",
placed_design,placement.setup.worst_slack,-0.525,ns
grt,grt_max_degree,56,
placed_design,place.detailed.hpwl,13.7,mm
power_and_ir_drop,p_per_cell_area,591,mW/mm^2
detailed_routing,topRoutingLayerUsed,"met4",
die,floorplan.core_area,0.0195,sq mm
synth,synth.yosys.num_cells,673,
synth,sequential_to_total_area_share_from_yosys_stat,0.376,
timing,timing_hold_violations_final,0,
die,floorplan.io_pins,74,
clock_network,clock_tree.buffer_depth,2,
synth,yosysUniqueCellTypes,79,
==> worst paths after layout <==
| kind | end | from | cells past startpoint |
|---|---|---|---|
| max | row[6] | counter[13] | 8 |
| min | regs[0][0] | rst_n | 1 |
| max reg2reg | regs[0][2] | regs[0][0] | 12 |
| min reg2reg | pc_out[4] | pc[4] | 0 |
| max in group asynchronous | regs[6][5] | rst_n | 2 |
| min in group clk0 | pc_out[4] | pc[4] | 0 |
==> routing by layer <==
metal	global-route usage	up-vias
met4	0.0379	0
met3	0.0266	34
met1	0.299	2651
li1	-	2697
met5	0	-
met2	0.302	172
==> worst max-delay path: stages <==
cell                              delay, ns
sky130_fd_sc_hd__clkdlybuf4s50_1       0.44
sky130_fd_sc_hd__buf_4                 0.20
sky130_fd_sc_hd__and2_1                0.18
sky130_fd_sc_hd__buf_4                 0.14
sky130_fd_sc_hd__a21oi_1               0.14
sky130_fd_sc_hd__o22ai_1               0.10
sky130_fd_sc_hd__o32a_1                0.36
sky130_fd_sc_hd__clkdlybuf4s50_1       0.41
==> final cells by class <==
type / instances / area [sq um]
Sequential cell: 87 / 2230
Clock inverter: 3 / 47.5
Multi-Input combinational cell: 507 / 3420
Timing Repair Buffer: 153 / 1310
Fill cell: 1898 / 11700
Inverter: 34 / 128
Clock buffer: 13 / 262
Tap cell: 265 / 332
==> registers in the layout (all words and copies together) (netlist names) <==
register,count
regs,64
pc,11
pc_out,11
c_flag,1
==> what timing repair did <==
action                                  4_1_cts  5_1_grt
gates cloned                                  0        1
endpoints found under the setup margin       18       24
hold buffers                                  0        0
pin swaps                                     1        4
resized                                       6       18
buffers inserted                              0        1
==> power breakdown <==
group | internal [mW] | leakage, nW | switching (mW) | total (mW)
Combinational | 0.954 | 2.15 | 0.906 | 1.86
Sequential | 1.37 | 1.04 | 0.281 | 1.65
Clock | 0.620 | 0.150 | 0.436 | 1.06
Total | 2.95 | 3.34 | 1.62 | 4.57
==> per-stage QoR <==
step	utilization	cells	power, mW	area [sq um]	hold slack, ns
global route	0.397	1062	4.89	7730	0.312
floorplan	-	676	2.70	5950	0.384
detailed placement	0.376	1044	3.47	7320	0.462
global placement	0.376	1044	3.46	7320	0.448
finish	0.397	1062	4.57	7730	0.288
CTS	0.393	1060	4.55	7640	0.298
==> cell usage in the layout (no fill, tap or decap), drive strengths merged, types with 6 or more instances in the layout <==
cell type / Yosys / routed
a211oi: 8 / 8
a21oi: 55 / 55
a221oi: 7 / 7
a22o: 7 / 7
a22oi: 9 / 9
a31oi: 14 / 14
and2: 6 / 6
buf: 17 / 114
clkbuf: 31 / 15
clkdlybuf4s50: 0 / 34
dfrtp: 76 / 76
edfxtp: 11 / 11
ha: 19 / 19
inv: 33 / 34
mux2: 18 / 18
mux2i: 17 / 17
mux4: 8 / 8
nand2: 63 / 63
nand2b: 7 / 7
nand3: 10 / 10
nor2: 76 / 76
nor2b: 11 / 11
nor3: 8 / 8
o21ai: 44 / 44
o22ai: 15 / 15
o31ai: 7 / 7
or3: 7 / 7
xor2: 6 / 6
==> logic make-up (layout without fill, tap and decap cells) <==
family	Yosys count	in the layout	synth area share
compound gates	212	212	0.237
xor+xnor	9	9	0.0133
fa+ha+maj	21	21	0.0451
buf+inv	82	203	0.0600
flops	87	87	0.376
mux	43	43	0.0950
other cells	1	4	0.000631
simple gates	218	218	0.173
Power is estimated from default activity; no workload was simulated.
